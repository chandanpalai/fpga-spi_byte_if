<file path="design.v">
`timescale 1ns / 100ps
`default_nettype none
module spi_byte( input wire sysClk,     
                 input wire usrReset,   
					  input wire SCLK,       
					  input wire MOSI,       
					  output wire MISO,      
					  input wire SS,         
					  output reg LED1 );     
   wire rxValid;
	wire [7:0] rx, tx;
   spi_byte_if byte_if( .sysClk  (sysClk),
								.usrReset(usrReset),
	                     .SCLK    (SCLK),
								.MOSI    (MOSI),
								.MISO    (MISO),
								.SS      (SS),
								.rxValid (rxValid),
								.rx      (rx),
								.tx      (8'h55) );
	always @(posedge sysClk)
	   if (rxValid )
		   LED1 <= ( rx == 8'hAA );
endmodule
`timescale 1ns / 100ps
`default_nettype none
module spi_byte_if( input wire sysClk,
                    input wire usrReset,
					     input wire SCLK,         
						  input wire MOSI,         
						  output wire MISO,        
						  input wire SS,           
						  output wire rxValid,     
						  output reg [7:0] rx,     
						  input wire [7:0] tx );   
	reg [2:0] SCLKr;  always @(posedge sysClk) SCLKr <= { SCLKr[1:0], SCLK };
	reg [2:0] SSr;  always @(posedge sysClk) SSr <= { SSr[1:0], SS };
	reg [1:0] MOSIr;  always @(posedge sysClk) MOSIr <= { MOSIr[0], MOSI };
	wire SCLK_rising  = ( SCLKr[2:1] == 2'b01 );
	wire SCLK_falling = ( SCLKr[2:1] == 2'b10 );
	wire SS_rising  = ( SSr[2:1] == 2'b01 );
	wire SS_falling = ( SSr[2:1] == 2'b10 );
	wire SS_active  = ~SSr[1];   
	wire MOSI_s = MOSIr[1];      
	reg [2:0] state;   
   reg MISOr = 1'bx;
   reg [7:0] data;
   reg rxAvail = 1'b0;
   wire [7:0] rx_next = {data[6:0], MOSI_s};
	always @(posedge sysClk or posedge usrReset)
		if( usrReset )
			state <= 3'd0;
		else
			if ( SS_active )
				begin
					if ( SS_falling )   
						state <= 3'd0;
					if ( SCLK_rising )   
						state <= state + 3'd1;
				end
	always @(posedge sysClk or posedge usrReset)
		if( usrReset )
			begin
				rx <= 8'hxx;
				rxAvail <= 1'b0;
			end
		else
			if ( SS_active )
				begin
					if ( SS_falling )   
						rxAvail <= 1'b0;
					if ( SCLK_rising )   
						if ( state == 3'd7 ) 
							begin
								rx <= rx_next;
								rxAvail <= 1'b1;
							end
						else
							begin
								data <= rx_next;
								rxAvail <= 1'b0;
							end
					if ( SCLK_falling)   
						if ( state == 3'b000 )
							begin 
								data <= tx;
								MISOr <= tx[7];
							end
						else
							MISOr <= data[7];
				end
   assign MISO = SS_active ? MISOr : 1'bz;   
	reg rxAvailFall;
	reg rxAvailFall_dly;
	always @(negedge sysClk) rxAvailFall <= rxAvail;
	always @(negedge sysClk) rxAvailFall_dly <= rxAvailFall;
	assign rxValid = rxAvailFall & ~rxAvailFall_dly;
endmodule
</file>
<file path="run.sh">
#!/bin/bash
# OpenROAD 26Q1-2900-gdf79404cd8, Yosys 0.63+post, stock flow scripts
make -C /OpenROAD-flow-scripts/flow DESIGN_CONFIG=/design/flow/config.mk WORK_HOME=/design/flow/orfs finish
</file>
<file path="config.mk">
export PLATFORM = sky130hd
export DESIGN_NAME = spi_byte
export DESIGN_NICKNAME = spi_byte
export VERILOG_FILES = /design/flow/design.v
export SDC_FILE = /design/flow/constraint.sdc
export NUM_CORES = 4
export LEC_CHECK = 1
export CORE_AREA = 10 10 98 98
export DIE_AREA = 0 0 108 108
</file>
<file path="constraint.sdc">
current_design spi_byte

set clk_period 2.3
set clk_io_pct 0.2

create_clock -name clk0 -period $clk_period [get_ports {sysClk}]

set non_clock_inputs [all_inputs -no_clocks]
set_input_delay [expr $clk_period * $clk_io_pct] -clock clk0 $non_clock_inputs
set_output_delay [expr $clk_period * $clk_io_pct] -clock clk0 [all_outputs]
</file>
==> GITHUB_STEP_SUMMARY <==
## PnR job results

| Metric | Value |
|---|---|
| Status | finished, final reports clean |
| First-pass GRT wire length | approximately 3500 um |
| Reg2Reg Launch Point | byte_if.rxAvailFall$_DFF_N_ |
| Leak | between 0.6 and 0.7 nW |
| GPL Wtd Cong | 0.754 |
| CP endpoint kind | register |
| Final Setup Violations | 0 |
| Unrepaired setup endpoints after global routing | no |
| Worst Hold Class | register to register |
| Slowest stage delay, CP | between 0.3 and 0.4 ns |
| Slew HR | 68.9% |
| Count of cells resized by post-cts repair | 0 |
| Dominant Register Cell | dfrtp_1 |
| Ys async rst share | 37.5% |
| Worst-path clk slew | 0.07 ns |
| Setup TNS | 0 ns |
| Mean Syn Cell Area | 13.1 um^2 |
| Total of max-cap violations | 0 |
| EDFF count, synth | 10 |
| Pin count of the biggest net entering global routing | 13 |
| Row cnt | 32 |
| Pins Over Slew Limit | 0 |
| 1st-pass router iterations | 3 |
| Crit path launch | byte_if.rxAvailFall$_DFF_N_ |
| Power per cell area | 770 nW/um^2 |
| CP max-delay cell | dfxtp_1 |
| Slew @ Worst Pin | 0.466 ns |
| Final hold slack | approximately 0.33 ns |
| WL final | about 1900 um |
| Clk sink count | 32 |
| CP startpoint kind | register |
| Chip area line of the yosys report | about 1200 um^2 |
| Post-DP Area | ~1400 um^2 |
| I/O Buffers | 6 |
| # Cells Yosys | 95 |
| Clock Latency Late Sink | 0.34 ns |
| Total number of vias | 698 |
| 1st-iter DRT viols | 36 |
| Crit Path Category | register to register |
| Peak VDD IR | 203 uV |
| Area Overhead vs Synth | 23.9% |
| Die width | 108 um |
| Initial antenna violation count | 0 |
| H-Tree Depth | 2 |
| Tool Warnings | 29 |
| Die ar. | 11700 um^2 |
| HPWL after detailed placement | 1420 um |
| Worst Min Path Start | byte_if.MOSIr[0]$_DFF_P_ |
| Crit path DRT | 2.30 ns |
| TritonCTS clock tree | done |
| Final Hold Vio Count | 0 |
| Bufs and invs on worst path | 0 |
| Yosys cell types | 26 |
| Root buf cell | clkbuf_8 |
| Core area | 7650 um^2 |
| CTS Hold Bufs | 0 |
| Vias in the first global route | 781 |
| Layout cell share with drive strength beyond 1 | 20.0% |
| GRT Total Usage | under 10% |
| Cells after synthesis | 95 |
| CP Max Fanout | 2 |
| Final Skew | 0.0596 ns |
| DRT antenna net count | 0 |
| Synthesized cell area | around 1200 um^2 |
| Avg Vias per Cell | 3.29 |
| Drt drc | 0 |
| GRT overflow | 0 |
| Die y size | 108 um |
| Post-CTS setup buffers | 0 |
| Ant diodes | 0 |
| Critical path, cell by cell | nor2b_1 |
| Initial Util | between 15 and 20% |
| Number of CTS-inserted buffers | 5 |
| #FFs+latches synth | 32 |
| Seq/Total Area, Yosys | 64.6% |
| Routed len/inst | 9.19 um |
| Critical Path AT | about 1.9 ns |
| Delay-heaviest family, CP | flip-flops |
| Yosys warnings | 3 |
| Clock Path Buffers | 2 |
| Top-level I/O count | 7 |
| Fin area | 1540 um^2 |
==> final cells by class <==
type                       instances  area [um^2]
clock buffer                       6         93.8
clock inverter                     4         15.0
fill                             794         6110
inverter                           4         15.0
multi-input combinational         57          417
sequential                        32          801
tap                              102          128
timing repair buffer               7         67.6
==> report_power, final <==
part | leakage, nW | total (W) | switching, W | internal (W)
Sequential | 0.346 | 0.000629 | 0.0000170 | 0.000612
Combinational | 0.249 | 0.0000703 | 0.0000369 | 0.0000334
Clock | 0.0674 | 0.000484 | 0.000207 | 0.000277
==> logic make-up (layout without fill, tap and decap cells) <==
group	count (synthesis)	in the layout	synth area share (%)
simple gates	36	36	16.7
flops	32	32	64.6
compound gates	7	7	3.94
buf+inv	6	21	1.82
fa+ha+maj	4	4	4.04
mux	10	10	8.98
==> cell usage after synthesis (3+ instances only) <==
cell type | number | area, um^2
dfrtp_1 | 12 | 300
ha_1 | 4 | 50.1
a21oi_1 | 3 | 15.0
edfxtp_1 | 10 | 300
inv_1 | 5 | 18.8
a22o_1 | 3 | 26.3
dfxtp_1 | 10 | 200
nand3_1 | 4 | 20.0
nand2_1 | 14 | 52.6
nand2b_1 | 3 | 18.8
mux2_2 | 9 | 101
nor2_1 | 4 | 15.0
==> flip-flops by register name (all words and copies together) (netlist names) <==
register / cells
byte_if.data: 8
byte_if.rxAvailFall: 1
byte_if.rxAvailFall_dly: 1
byte_if.rx: 8
LED1: 1
byte_if.state: 3
byte_if.MISOr: 1
byte_if.SCLKr: 3
byte_if.rxAvail: 1
byte_if.MOSIr: 2
byte_if.SSr: 3
==> cell usage in the layout, fill, tap and decap left out, drive strengths merged, types with 6 or more instances in the layout <==
master / Yosys / layout
clkbuf: 1 / 6
clkdlybuf4s50: 0 / 6
dfrtp: 12 / 12
dfxtp: 10 / 10
edfxtp: 10 / 10
inv: 5 / 8
mux2: 9 / 9
nand2: 14 / 14
==> per-stage QoR <==
step           util, %  worst slack (ns)  instances  power [W]
5_1_grt           20.1             0.295        212    0.00124
6_report          20.1             0.358        212    0.00118
4_1_cts           20.1             0.370        212    0.00120
2_1_floorplan        -             0.438         95   0.000695
3_5_place_dp      18.7             0.419        203   0.000720
3_3_place_gp      18.7             0.430        203   0.000719
==> final timing paths <==
kind / cells past startpoint / slack (ns) / end
min: 0 / 0.33 / byte_if.MOSIr[1]$_DFF_P_
min in group asynchronous: 2 / 0.54 / byte_if.rx[1]$_DFFE_PP0P_
max in group asynchronous: 2 / 1.44 / byte_if.rx[5]$_DFFE_PP0P_
max: 1 / 0.36 / LED1$_DFFE_PP_
min reg2reg: 0 / 0.33 / byte_if.MOSIr[1]$_DFF_P_
max reg2reg: 1 / 0.36 / LED1$_DFFE_PP_
==> metal layers <==
| layer | global-route usage, % | wire length (um) | up-vias |
|---|---|---|---|
| met2 | 5.52 | 910 | 13 |
| met3 | 1.63 | 110 | 2 |
| met4 | 0.859 | 34 | 0 |
| met5 | 0 | 0 | - |
| li1 | - | - | 355 |
| met1 | 4.55 | 894 | 328 |
No activity file was given, so power comes from the tool's default toggle rates.
